===== design/flow/design.v =====
`timescale          1ns/1ps
`default_nettype    none
module MS_DMAC_AHBL (
    input   wire    HCLK,
    input   wire    HRESETn,
    output  wire    IRQ,
    input wire          HSEL,
    input wire [31:0]   HADDR,
    input wire [1:0]    HTRANS,
    input wire          HWRITE,
    input wire          HREADY,
    input wire [31:0]   HWDATA,
    input wire [2:0]    HSIZE,
    output wire         HREADYOUT,
    output wire [31:0]  HRDATA,
    output wire [31:0]  M_HADDR,
    output wire [1:0]   M_HTRANS,
    output wire [2:0] 	M_HSIZE,
    output wire         M_HWRITE,
    output wire [31:0]  M_HWDATA,
    input wire          M_HREADY,
    input wire [31:0]   M_HRDATA
);
    localparam  CTRL_REG_OFF    =   8'h00, 
                STATUS_REG_OFF  =   8'h04, 
                SADDR_REG_OFF   =   8'h08,
                DADDR_REG_OFF   =   8'h0C,
                SIZE_REG_OFF    =   8'h10,
                TRIG_REG_OFF    =   8'h14;
    wire [31:0] STATUS_REG;
    wire done;
    assign      STATUS_REG  = {31'h0,done};
    assign      IRQ         = done;
    reg             last_HSEL; 
    reg [31:0]      last_HADDR; 
    reg             last_HWRITE; 
    reg [1:0]       last_HTRANS; 
    always@ (posedge HCLK) begin
        if(HREADY) begin
            last_HSEL       <= HSEL;   
            last_HADDR      <= HADDR;  
            last_HWRITE     <= HWRITE; 
            last_HTRANS     <= HTRANS; 
        end
    end
    wire rd_enable = last_HSEL & (~last_HWRITE) & last_HTRANS[1]; 
    wire wr_enable = last_HSEL & (last_HWRITE) & last_HTRANS[1];
    reg [32-1:0] CTRL_REG; 
        wire CTRL_REG_sel = wr_enable & (last_HADDR[15:0] == CTRL_REG_OFF); 
        always @(posedge HCLK or negedge HRESETn) 
            if (~HRESETn) 
                CTRL_REG <= 'h0; 
            else if (CTRL_REG_sel) 
                CTRL_REG <= HWDATA[32-1:0];   
    reg [32-1:0] SADDR_REG; 
        wire SADDR_REG_sel = wr_enable & (last_HADDR[15:0] == SADDR_REG_OFF); 
        always @(posedge HCLK or negedge HRESETn) 
            if (~HRESETn) 
                SADDR_REG <= 'h0; 
            else if (SADDR_REG_sel) 
                SADDR_REG <= HWDATA[32-1:0];
    reg [32-1:0] DADDR_REG; 
        wire DADDR_REG_sel = wr_enable & (last_HADDR[15:0] == DADDR_REG_OFF); 
        always @(posedge HCLK or negedge HRESETn) 
            if (~HRESETn) 
                DADDR_REG <= 'h0; 
            else if (DADDR_REG_sel) 
                DADDR_REG <= HWDATA[32-1:0];
    reg [16-1:0] SIZE_REG; 
        wire SIZE_REG_sel = wr_enable & (last_HADDR[15:0] == SIZE_REG_OFF); 
        always @(posedge HCLK or negedge HRESETn) 
            if (~HRESETn) 
                SIZE_REG <= 'h0; 
            else if (SIZE_REG_sel) 
                SIZE_REG <= HWDATA[16-1:0];
    reg             TRIG_REG;
    wire TRIG_REG_sel = wr_enable & (last_HADDR[7:0] == TRIG_REG_OFF);
    always @(posedge HCLK or negedge HRESETn)
    begin
        if (~HRESETn)
            TRIG_REG <= 1'h0;
        else if (TRIG_REG_sel)
            TRIG_REG <= HWDATA[0];
        else if(done)
            TRIG_REG <= 1'h0;
    end  
    wire [0-0:0] CTRL_REG_EN = CTRL_REG[0:0];
    wire [11-8:0] CTRL_REG_TRIGGER = CTRL_REG[11:8];
    wire [17-16:0] CTRL_REG_SRC_TYPE = CTRL_REG[17:16];
    wire [18-18:0] CTRL_REG_SRC_AI = CTRL_REG[18:18];
    wire [25-24:0] CTRL_REG_DEST_TYPE = CTRL_REG[25:24];
    wire [26-26:0] CTRL_REG_DEST_AI = CTRL_REG[26:26];
    assign HRDATA =
        (last_HADDR[15:0] == CTRL_REG_OFF) ? CTRL_REG :
        (last_HADDR[15:0] == STATUS_REG_OFF) ? STATUS_REG :
        (last_HADDR[15:0] == SADDR_REG_OFF) ? SADDR_REG :
        (last_HADDR[15:0] == DADDR_REG_OFF) ? DADDR_REG :
        (last_HADDR[15:0] == SIZE_REG_OFF) ? SIZE_REG :
        (last_HADDR[15:0] == TRIG_REG_OFF) ? TRIG_REG :
        32'hDEADBEEF; 
    localparam  IDLE_STATE  =   5'b00001,
                RA_STATE    =   5'b00010, 
                RD_STATE    =   5'b00100,
                WA_STATE    =   5'b01000,
                WD_STATE    =   5'b10000;
    reg [4:0] state, nstate;
    always @(posedge HCLK or negedge HRESETn)
        if(!HRESETn) state <= IDLE_STATE;
        else state <= nstate;
    always @*
        case(state)
            IDLE_STATE: if(TRIG_REG & CTRL_REG_EN) 
                            nstate = RA_STATE; 
                        else 
                            nstate = IDLE_STATE;
            RA_STATE:   if(M_HREADY) nstate = RD_STATE; else nstate = RA_STATE;
            RD_STATE:   if(M_HREADY) nstate = WA_STATE; else nstate = RD_STATE;
            WA_STATE:   if(M_HREADY) nstate = WD_STATE; else nstate = WA_STATE;
            WD_STATE:   if(M_HREADY) begin
                            if(done)
                                nstate = IDLE_STATE;
                            else  
                                nstate = RA_STATE; 
                        end else nstate = WD_STATE;
            default: nstate = state;
        endcase 
    reg  [15:0] CNTR;
    wire [17:0] R_CNTR_TYPE = CNTR << CTRL_REG_SRC_TYPE;
    wire [17:0] W_CNTR_TYPE = CNTR << CTRL_REG_DEST_TYPE;
    wire [31:0] R_ADDR = (CTRL_REG_SRC_AI) ? (SADDR_REG + R_CNTR_TYPE) : SADDR_REG;
    wire [31:0] W_ADDR = CTRL_REG_DEST_AI ? (DADDR_REG + W_CNTR_TYPE) : DADDR_REG;
    always @(posedge HCLK or negedge HRESETn)
        if(!HRESETn) CNTR <= 16'h0;
        else if (TRIG_REG_sel) CNTR <= 16'h0;
        else if((state==WD_STATE) & M_HREADY & (CTRL_REG_SRC_AI | CTRL_REG_DEST_AI) & TRIG_REG) CNTR <= CNTR + 16'h1;
    assign done = (CNTR == SIZE_REG) & CTRL_REG_EN;
    assign HREADYOUT = 1'b1;
    reg [31:0] rdata;
    always @(posedge HCLK)
        if((state == RD_STATE) & M_HREADY)
            rdata <= M_HRDATA;
    assign M_HADDR = (state == RA_STATE) ? R_ADDR : W_ADDR;
    assign M_HTRANS =  M_HREADY & ((state == RA_STATE) || (state == WA_STATE)) ? 2'h2 : 2'h0;
    assign M_HWDATA = (state == WD_STATE)  ? rdata : 32'hEEEEEEEE;
    assign M_HWRITE = (state == WA_STATE)  ? 1'b1 : 1'b0; 
    assign M_HSIZE = (state == RA_STATE) ? CTRL_REG_SRC_TYPE : CTRL_REG_DEST_TYPE;
endmodule

===== design/flow/run.sh =====
#!/bin/bash
# OpenROAD 26Q1-2900-gdf79404cd8, Yosys 0.63+post, stock flow scripts
make -C /OpenROAD-flow-scripts/flow DESIGN_CONFIG=/design/flow/config.mk WORK_HOME=/design/flow/orfs finish

===== design/flow/config.mk =====
export PLATFORM = sky130hd
export DESIGN_NAME = MS_DMAC_AHBL
export DESIGN_NICKNAME = MS_DMAC_AHBL
export VERILOG_FILES = /design/flow/design.v
export SDC_FILE = /design/flow/constraint.sdc
export NUM_CORES = 4
export LEC_CHECK = 1
export CORE_UTILIZATION = 40

===== design/flow/constraint.sdc =====
current_design MS_DMAC_AHBL

set clk_period 18.9
set clk_io_pct 0.2

create_clock -name clk0 -period $clk_period [get_ports {HCLK}]

set non_clock_inputs [all_inputs -no_clocks]
set_input_delay [expr $clk_period * $clk_io_pct] -clock clk0 $non_clock_inputs
set_output_delay [expr $clk_period * $clk_io_pct] -clock clk0 [all_outputs]

==> job_summary.md <==
## Synthesis and layout report

| Metric | Value |
|---|---|
| Antenna cells | 0 |
| Bufs on Longest Clock Path | 2 |
| Critical-path cell list | mux2i_2, buf_4, mux2i_4, nor2_1, xor2_1, ha_1, a21o_1, a21oi_1, o22ai_2, a22oi_2, a31oi_4, a31o_2, nand2_1, mux2_2, a211oi_1, clkdlybuf4s50_1 |
| Register area share after synthesis | 42.1% |
| Routed len/inst | 20.1 microns |
| TritonCTS buffer count | 17 |
| Ys cells | 1111 |
| Vias in the first global route | 9129 |
| Post-Syn Instances | 1111 |
| Tally of OpenROAD warnings | 47 |
| Core Util at FP | 41.2% |
| Initial antenna violation count | 0 |
| Area delta synth->final | 24.7% |
| # Post-CTS Setup Buffers | 0 |
| Final antenna-violating net count | 0 |
| Starting DRT DRC Count | 498 |
| CTS tree | built |
| Most frequent cell after synthesis | dfrtp_1 |
| Die height | 172 microns |
| Pleak | 6.38 nW |
| WP data required | 15.12 ns |
| First-pass detailed-route iteration total | 4 |
| Area leader, netlist | dfrtp_1 |
| Routed vias | 9226 |
| Max_cap viols | 0 |
| Setup Skew | 0.0135 ns |
| Storage cell area | 4890 sq um |
| Multi-input gate area | 6370 sq um |
| Yosys cell types | 78 |
| Core area | 28200 sq um |
| Post-synth area hogs | dfrtp_1 (29%), edfxtp_1 (13%), mux2_2 (11%) |
| Critical Path AT | 5.27 ns |
| Dominant cell area share | 28.7% |
| Ys async rst share | 72.4% |
| Post-synth EDFFs | 51 |
| IO buf count | 187 |
| Synthesis area per yosys | 11600 sq um |
| Buf/Inv on CP | 2 |
| Minimum clock period | 9.05 ns |
| Drt drc | 0 |
| Worst hold slack | 0.513 ns |
| Post-Route WL | 33.5 mm |
| Setup violators final | 0 |
| Share of layout cells above drive strength 1 | 15.2% |
| Vias/cell | 5.54 |
| Seq cells post-synth | 185 |
| Setup crit end kind | output port |
| H-Tree Depth | 4 |
| Final Core Density | 51.4% |
| IO Count | 211 |
| RSZ-0062 raised after global routing | no |
| Dpl ws | 10.01 ns |
| Hold Vio Cnt, Final | 0 |
| Setup WS post-layout | 9.85 ns |
| Worst Hold Class | flop to flop |
| WS Path Type | flop to output port |
| Post-DP HPWL | 23.7 mm |
| Syn Area/Cell | 10.4 sq um |
| FILL cells | 2483 |
| Dominant Register Cell | dfrtp_1 |
| Hold Buf Count CTS | 0 |
| Worst slew pin tran | 0.805 ns |
| Final worst-path cycle share | 47.9% |
| Top cells by count, synth | dfrtp_1 (133), mux2_2 (113), nand2_1 (70) |
| Max Clk Rate | 111 MHz |
| CP top delay family | AND-OR/OR-AND gates |
| Row count | 61 |
| Die X | 172 microns |
| CP max stage delay | 0.74 ns |
| Power per cell area | 74.3 nW/um^2 |
| First-pass GRT wire length | 52.6 mm |
| Maximum vdd drop | 60.4 uV |
| Yosys warning count | 1 |
| Gr ovfl total | 0 |
| CP max stage cell | dfrtp_2 |
| Clock-pin slew on the worst setup and hold paths | 0.08 ns |
| Crit path max fanout | 29 |
| Max-Slew Margin vs Limit | 46.2% |
| Count of pins over their slew limit | 0 |
| CTS resizes | 0 |
| GRT Overall Usage | 24.4% |
| Clk latency of the worst-skew pair | 0.44 ns |
| Syn Std Cell Area | 11600 sq um |
| Startpoint types | flop |
| Largest net degree at the start of global routing | 51 |
| Status | complete, no violations |
| Setup TNS | 0 ns |
| Sink Count | 185 |
| Die area | 29700 sq um |
| Root Buffer | clkbuf_16 |
| Placer Congestion | 0.939 |
==> layer usage <==
| layer | GRT usage (%) | routed length (microns) |
|---|---|---|
| met3 | 6.55 | 2610 |
| met5 | 0 | 0 |
| met1 | 38.2 | 15600 |
| met4 | 1.62 | 214 |
| met2 | 36.7 | 15100 |
==> report_power, final <==
part	total (W)	internal, W	leakage [nW]	switching [W]
registers	0.000459	0.000435	2.32	0.0000241
logic	0.000254	0.000141	3.78	0.000112
clock network	0.000362	0.000180	0.291	0.000183
total	0.00108	0.000756	6.38	0.000319
==> flip-flops by register name, indices dropped and copies added, names as in the netlist, 2 cells and up, named ones only <==
register    count
rdata          32
state           2
CTRL_REG       32
DADDR_REG      32
SIZE_REG       16
CNTR           16
last_HADDR     16
SADDR_REG      32
==> worst reg2reg max path: stages (launching register included) <==
cell	delay, ns
edfxtp_1	0.36
nor4_1	0.33
nand2_1	0.16
nor3b_1	0.34
nand3_1	0.12
buf_4	0.27
nor2_4	0.42
buf_4	0.46
mux2_2	0.40
==> cell type report <==
cell class / count / area share [%]
Clock inverter: 15 / 1.26
Clock buffer: 17 / 2.94
Inverter: 20 / 0.519
Multi-Input combinational cell: 839 / 44.1
Timing Repair Buffer: 210 / 14.1
Sequential cell: 185 / 33.8
Tap cell: 378 / 3.27
==> cell usage in the layout, fill, tap and decap left out, types with 6 or more instances in the layout <==
cell type,synthesis,routed
xnor2_1,39,39
a211oi_1,28,28
xor2_1,40,40
nand2b_1,27,27
and2_1,12,12
mux2i_1,60,59
mux2_2,113,113
edfxtp_1,51,51
clkdlybuf4s50_1,0,186
a22o_1,11,11
and3_1,19,19
inv_1,17,17
nor2_1,46,42
nor3b_1,6,6
dfrtp_1,133,132
o21ai_0,50,50
nor3_1,26,26
clkbuf_16,0,17
a21oi_1,60,60
o22ai_1,15,15
nor2b_1,23,23
a21o_1,18,18
o21bai_1,6,6
nand2_1,70,70
nand4_1,14,14
nand3_1,28,28
buf_4,3,23
ha_1,39,39
==> logic make-up (layout without fill, tap and decap cells) <==
logic type,count (synthesis),after routing,share of synthesized area [%]
adders and majority gates,40,40,4.29
muxes,176,176,16.6
buffers and inverters,88,262,3.22
DFF,185,185,42.1
other,2,3,0.0647
xor gates and xnor gates,79,79,5.96
and+or+nand+nor,292,292,13.0
AOI/OAI and AO/OA,249,249,14.8
==> per-stage QoR <==
| stage | instances | cell area (sq um) | power, W |
|---|---|---|---|
| 2_1_floorplan | 1112 | 11600 | 0.000571 |
| 3_3_place_gp | 1632 | 13900 | 0.000722 |
| 4_1_cts | 1664 | 14500 | 0.00109 |
| 3_5_place_dp | 1632 | 13900 | 0.000722 |
| 5_1_grt | 1664 | 14500 | 0.00113 |
| 6_report | 1664 | 14500 | 0.00108 |
==> path summary, 6_finish.rpt <==
kind / start / endpoint / slack [ns] / depth (start not counted)
min reg2reg: CTRL_REG[23] / CTRL_REG[23] / 0.51 / 1
min in group asynchronous: HRESETn / CTRL_REG[3] / 3.27 / 1
max reg2reg: last_HADDR[13] / DADDR_REG[24] / 15.93 / 8
min: CTRL_REG[23] / CTRL_REG[23] / 0.51 / 1
max: state[4] / M_HADDR[20] / 9.85 / 16
max in group asynchronous: HRESETn / state[4] / 14.03 / 3
Power figures rest on the tool's default switching activity, not on a simulated workload.
